[./constraint.sdc]
current_design arbitor

set clk_period 2.0
set clk_io_pct 0.2

create_clock -name clk0 -period $clk_period

set non_clock_inputs [all_inputs -no_clocks]
set_input_delay [expr $clk_period * $clk_io_pct] -clock clk0 $non_clock_inputs
set_output_delay [expr $clk_period * $clk_io_pct] -clock clk0 [all_outputs]
[./run.sh]
#!/bin/bash
# OpenROAD 26Q1-2900-gdf79404cd8, Yosys 0.63+post, stock flow scripts
make -C /OpenROAD-flow-scripts/flow DESIGN_CONFIG=/design/flow/config.mk WORK_HOME=/design/flow/orfs finish
[./design.v]
interface my_if(input clk, input rst_n);
    logic [7:0] data;
    logic valid;
endinterface
interface bus_if(input clk, input rst_n);
    logic         bus_cmd_valid;
    logic         bus_op;
    logic [15:0]  bus_addr;
    logic [15:0]  bus_wr_data;
    logic [15:0]  bus_rd_data;
endinterface
module arbitor(clk,rst_n,
      bus_cmd_valid_mst,bus_op_mst,bus_addr_mst,bus_wr_data_mst,bus_rd_data_mst,
      bus_cmd_valid_slv0,bus_op_slv0,bus_addr_slv0,bus_wr_data_slv0,bus_rd_data_slv0,
      bus_cmd_valid_slv1,bus_op_slv1,bus_addr_slv1,bus_wr_data_slv1,bus_rd_data_slv1,
      bus_cmd_valid_slv2,bus_op_slv2,bus_addr_slv2,bus_wr_data_slv2,bus_rd_data_slv2);
    input          clk;
    input          rst_n;
    input          bus_cmd_valid_mst;
    input          bus_op_mst;
    input  [15:0]  bus_addr_mst;
    input  [15:0]  bus_wr_data_mst;
    output [15:0]  bus_rd_data_mst;
    output         bus_cmd_valid_slv0;
    output         bus_op_slv0;
    output [15:0]  bus_addr_slv0;
    output [15:0]  bus_wr_data_slv0;
    input  [15:0]  bus_rd_data_slv0;
    output         bus_cmd_valid_slv1;
    output         bus_op_slv1;
    output [15:0]  bus_addr_slv1;
    output [15:0]  bus_wr_data_slv1;
    input  [15:0]  bus_rd_data_slv1;
    output         bus_cmd_valid_slv2;
    output         bus_op_slv2;
    output [15:0]  bus_addr_slv2;
    output [15:0]  bus_wr_data_slv2;
    input  [15:0]  bus_rd_data_slv2;
    assign bus_op_slv0 = bus_op_mst;
    assign bus_op_slv1 = bus_op_mst;
    assign bus_op_slv2 = bus_op_mst;
    assign bus_addr_slv0 = {2'b0, bus_addr_mst[13:0]};
    assign bus_addr_slv1 = {2'b0, bus_addr_mst[13:0]};
    assign bus_addr_slv2 = {2'b0, bus_addr_mst[13:0]};
    assign bus_wr_data_slv0 = bus_wr_data_mst;
    assign bus_wr_data_slv1 = bus_wr_data_mst;
    assign bus_wr_data_slv2 = bus_wr_data_mst;
    assign bus_cmd_valid_slv0 = ((bus_addr_mst[15:14] == 2'b00) ? bus_cmd_valid_mst : 0);
    assign bus_cmd_valid_slv1 = ((bus_addr_mst[15:14] == 2'b01) ? bus_cmd_valid_mst : 0);
    assign bus_cmd_valid_slv2 = ((bus_addr_mst[15:14] == 2'b10) ? bus_cmd_valid_mst : 0);
    assign bus_rd_data_mst = (  (bus_addr_mst[15:14] == 2'b00) ? bus_rd_data_slv0 :
                                ((bus_addr_mst[15:14] == 2'b01) ? bus_rd_data_slv1 :
                                bus_rd_data_slv2) );
endmodule
[./config.mk]
export PLATFORM = sky130hd
export DESIGN_NAME = arbitor
export DESIGN_NICKNAME = arbitor
export VERILOG_FILES = /design/flow/design.v
export SDC_FILE = /design/flow/constraint.sdc
export NUM_CORES = 4
export LEC_CHECK = 1
export CORE_AREA = 10 10 86 86
export DIE_AREA = 0 0 96 96
==> impl_metrics.json <==
{
  "total_power_uw": 227,
  "postSynthSeqShare": 0,
  "drc": 0,
  "place_inst": 203,
  "hold_path.class": "input port to output pin",
  "syn_area_mm2": 0.00112,
  "fin_hold_ws_ns": 0.800,
  "netlist-cell-type-count": 13,
  "synthCells": 157,
  "initial_utilization": 0.203,
  "status": "finished, final reports clean",
  "finalNonFillerCells": 206,
  "rows": 27,
  "area_delta_synth_final_pct": 8.90,
  "port_buffers": 70,
  "timing.max_cap.violations": 0,
  "period_needed_ns": 1.96,
  "drive_above_1_share": 0.0821,
  "die_h_um": 96,
  "yosysWarnings": 0,
  "peakVddDrop_uv": 61.5,
  "grt_max_degree": 10,
  "grt_use_total": 0.0610,
  "yosysMostFrequentCell": "buf_4",
  "postRouteAntennaNets": 0,
  "finalCritPeriodShare": 0.979,
  "max_freq_mhz": 511,
  "post_drt_wl_per_cell_um": 15.9,
  "cp_data_required_time_ns": 1.60,
  "first_pass_iters": 3,
  "warning_count": 34,
  "yosys.area.top_type_share": 0.661,
  "io_pins": 202,
  "grt_first_pass_wirelength_um": 4460,
  "flops": 0,
  "crit_fanout": 1,
  "antenna_found_initial": 0,
  "worstSetupPathType": "input port to output pin",
  "clock_buffers": 0,
  "grt-ovfl-total": 0,
  "layout.area.seq_um2": 0,
  "dp_hpwl_um": 2650,
  "dieArea_mm2": 0.00922,
  "drt-initial-drc-count": 7,
  "logic_area_um2": 355,
  "ys_area_mm2": 0.00112,
  "power.density_mw_per_mm2": 185,
  "area_leaders": "buf_4, mux2i_1, nand2_1, o21ai_0, o21ai_1",
  "top_cells_by_count": "buf_4, mux2i_1, nand2_1",
  "dr_total_vias": 751,
  "slew_violations": 0,
  "dieWidth_um": 96,
  "hold_viol": 0,
  "crit_path_start_kind": "input port",
  "critical_path_arrival_ns": 1.56,
  "first_global_vias": 789,
  "top_area_cell": "buf_4",
  "postCtsHoldBufs": 0,
  "nFillCells": 617,
  "p_leak_nw": 0.553,
  "endpoint_kind": "output pin",
  "place_congestion": 0.803,
  "avgViaCountPerCell": 3.65,
  "setup_violations": 0,
  "avgSynthCellArea_um2": 7.16,
  "coreArea_mm2": 0.00554,
  "tns_ns": 0,
  "diodes": 0,
  "ys_cells": 157,
  "wirelength_um": 3280
}
placed cells by master, fill, tap and decap left out:
cell and count:
dlymetal6s2s_1 5, nand2_1 16, and3b_2 2, clkdlybuf4s15_2 1
conb_1 6, nor3b_2 1, o21ai_1 12, dlygate4sd2_1 2
o21ai_0 4, clkdlybuf4s50_1 62, mux2i_1 16, buf_6 4
buf_4 3
area by class of cell:
cell class                 instances  area share
timing repair buffer              77       0.636
multi-input combinational         57       0.290
tap                               72      0.0735
final timing paths:
check	cells after the start	startpoint	end	slack [ns]
setup / recovery	4	bus_rd_data_slv0[14]	bus_rd_data_mst[14]	0.04
hold / removal	0	bus_addr_mst[13]	bus_addr_slv0[13]	0.80
report_power, final:
| part | switching [mW] | total (mW) | internal [mW] |
|---|---|---|---|
| clock network | 0 | 0 | 0 |
| registers | 0 | 0 | 0 |
| logic | 0.0594 | 0.227 | 0.168 |
| total | 0.0594 | 0.227 | 0.168 |
stage by stage:
| stage | utilization | cell area [µm²] | setup WS [ns] |
|---|---|---|---|
| final | 0.221 | 1220 | 0.0421 |
| after global routing | 0.221 | 1220 | -0.0389 |
| after CTS | 0.218 | 1210 | 0.00838 |
| after detailed placement | 0.211 | 1170 | -0.272 |
| after global placement | 0.211 | 1170 | -0.246 |
| after floorplan | - | 1140 | 0.713 |
logic make-up after synthesis:
group,count (synthesis),synth area share
muxes,16,0.142
buffers and inverters,105,0.705
and+or+nand+nor,19,0.0779
other,1,0.00333
AOI/OAI and AO/OA,16,0.0712
what timing repair did:
action	CTS	global route
endpoints found under the setup margin	19	8
gates cloned	3	0
gates resized	15	8
setup buffers	0	0
pin swaps	0	4
routing by layer:
metal	wire, µm	global-route usage	vias up	part of all wire
met5	0	0	-	0
met2	1360	0.0925	66	0.42
met1	1260	0.0685	306	0.38
met3	482	0.0283	29	0.15
met4	175	0.0369	0	0.053
li1	-	-	350	-
worst max-delay path: stages:
cell and delay, ns:
clkdlybuf4s50_1 0.46, mux2i_1 0.06, o21ai_0 0.15, clkdlybuf4s50_1 0.50
