**/design/flow/config.mk**
```make
export PLATFORM = sky130hd
export DESIGN_NAME = chip_dut
export DESIGN_NICKNAME = chip_dut
export VERILOG_FILES = /design/flow/design.v
export SDC_FILE = /design/flow/constraint.sdc
export NUM_CORES = 4
export LEC_CHECK = 1
export CORE_AREA = 10 10 83 83
export DIE_AREA = 0 0 93 93
```
**/design/flow/constraint.sdc**
```tcl
current_design chip_dut

set clk_period 1.0
set clk_io_pct 0.2

create_clock -name clk0 -period $clk_period [get_ports {clk}]

set non_clock_inputs [all_inputs -no_clocks]
set_input_delay [expr $clk_period * $clk_io_pct] -clock clk0 $non_clock_inputs
set_output_delay [expr $clk_period * $clk_io_pct] -clock clk0 [all_outputs]
```
**/design/flow/design.v**
```verilog
interface my_if(input clk, input rst_n);
    logic [7:0] data;
    logic valid;
endinterface
interface bus_if(input clk, input rst_n);
    logic         bus_cmd_valid;
    logic         bus_op;
    logic [15:0]  bus_addr;
    logic [15:0]  bus_wr_data;
    logic [15:0]  bus_rd_data;
endinterface
module dut(
    clk,
    rst_n, 
    rxd,
    rx_dv,
    txd,
    tx_en
);
    input clk;
    input rst_n;
    input[7:0] rxd;
    input rx_dv;
    output [7:0] txd;
    output tx_en;
    reg[7:0] txd;
    reg tx_en;
    always @(posedge clk) begin
        if(!rst_n) begin
            txd <= 8'b0;
            tx_en <= 1'b0;
        end
        else begin
            txd <= rxd;
            tx_en <= rx_dv;
        end
    end
endmodule
module chip_dut(clk,rst_n,rxd,rx_dv,txd,tx_en);
    input          clk;
    input          rst_n;
    input  [7:0]   rxd;
    input          rx_dv;
    output [7:0]   txd;
    output         tx_en;
    wire   [7:0]   data0;
    wire           dv0;
    wire   [7:0]   data1;
    wire           dv1;
    dut  dut_A( .clk          (clk),
                .rst_n        (rst_n),
                .rxd          (rxd),
                .rx_dv        (rx_dv),
                .txd          (data0), 
                .tx_en        (dv0));  
    dut  dut_B( .clk          (clk),
                .rst_n        (rst_n),
                .rxd          (data0),
                .rx_dv        (dv0),
                .txd          (data1), 
                .tx_en        (dv1));  
    dut  dut_C( .clk          (clk),
                .rst_n        (rst_n),
                .rxd          (data1),
                .rx_dv        (dv1),
                .txd          (txd),
                .tx_en        (tx_en));
endmodule
```
**/design/flow/run.sh**
```bash
#!/bin/bash
# OpenROAD 26Q1-2900-gdf79404cd8, Yosys 0.63+post, stock flow scripts
make -C /OpenROAD-flow-scripts/flow DESIGN_CONFIG=/design/flow/config.mk WORK_HOME=/design/flow/orfs finish
```
==> impl_metrics.sql <==
-- generated from flow reports
INSERT INTO impl_metrics (metric_group, metric, value, unit) VALUES
('drt', 'detail_route.first_pass.iterations', '2', ''),
('sta', 'finalWorstPathRequiredPeriod', '0.954', 'ns'),
('worst_setup_path', 'worst_r2r_src', 'dut_B.tx_en', ''),
('yosys', 'synthesis.instances', '56', ''),
('global_route', 'grt_pass1_wl', '1.75', 'mm'),
('yosys', 'xor_area_share', '0', '%'),
('worst_setup_path', 'crit_arrival', '0.75', 'ns'),
('drt', 'postRouteAntennaNets', '0', ''),
('floorplan', 'vertical_die_size', '93', 'µm'),
('yosys', 'yosys.cell_count.top_type', 'sky130_fd_sc_hd__dfxtp_1', ''),
('min_path', 'min-delay-start', 'dut_B.txd[5]', ''),
('drt', 'dr_total_vias', '386', ''),
('worst_setup_path', 'cp.buffers_inverters', '1', ''),
('clocking', 'longest_clk_path_bufs', '2', ''),
('sta', 'timing.final.ws_setup', '0.0456', 'ns'),
('worst_setup_path', 'r2r_cells', '1', ''),
('worst_setup_path', 'crit_fanout', '1', ''),
('sta', 'maxSlewHeadroom', '89.3', '%'),
('global_route', 'global_route.usage.total', '2.62', '%'),
('worst_setup_path', 'critPathLaunch', 'dut_C.txd[3]', ''),
('global_route', 'grt_overflow_total', '0', ''),
('floorplan', 'ioPinCount', '20', ''),
('yosys', 'enable_flop_cells', '0', ''),
('power', 'power_density', '1700', 'nW/µm²'),
('sta', 'final-max-slew-violation-count', '0', ''),
('worst_setup_path', 'critPathRequiredTime', '0.80', 'ns'),
('yosys', 'ys_top_cells_by_count', 'sky130_fd_sc_hd__dfxtp_1, sky130_fd_sc_hd__and2_2, sky130_fd_sc_hd__and2_1, sky130_fd_sc_hd__buf_6', ''),
('drt', 'drc', '0', ''),
('yosys', 'yosys-mux-area-fraction', '0', '%'),
('yosys', 'ys_seq_elements', '27', ''),
('global_route', 'first_global_vias', '326', ''),
('place', 'dp_hpwl', '935', 'µm'),
('global_route', 'grt.busiest_layer', 'met2', ''),
('yosys', 'yosys-dominant-comb-family', 'simple AND/OR/NAND/NOR gates', ''),
('drt', 'n_antenna_cell', '0', ''),
('yosys', 'synth-cells-yosys', '56', ''),
('floorplan', 'fp.dieW', '93', 'µm'),
('yosys', 'fa_ha_area_share', '0', '%'),
('yosys', 'synth.cell_area', '758', 'µm²'),
('clocking', 'postCtsSetupBuffers', '0', ''),
('place', 'gp_congestion', '0.678', ''),
('sta', 'grt_setup_unrepaired', 'no', ''),
('final_layout', 'post_route_cells_drive_above_1_share', '43.8', '%'),
('worst_setup_path', 'critPathKind', 'reg2out', ''),
('place', 'pre_cts_ws', '-0.167', 'ns'),
('drt', 'vias_per_cell', '2.57', ''),
('floorplan', 'die-area', '8650', 'µm²'),
('global_route', 'grt_antenna_before_repair', '0', ''),
('place', 'placement.io_buffers', '19', ''),
('final_layout', 'post_layout_nonfiller_instances', '150', ''),
('worst_setup_path', 'start_kind', 'register', ''),
('yosys', 'netlist-cell-type-count', '4', ''),
('yosys', 'synth.top_cell.area_share', '71.3', '%'),
('run', 'total_of_max_cap_violations', '0', ''),
('place', 'numPlacedInstances', '146', ''),
('power', 'leakagePower', '0.000432', 'µW'),
('drt', 'starting_drt_drc_count', '14', ''),
('sta', 'fin_crit_sh', '95.4', '%'),
('outcome', 'result_of_the_run', 'finished, final reports clean', ''),
('clocking', 'clk_pin_slew', '0.09', 'ns'),
('worst_setup_path', 'cpLargestDelayFamily', 'flip-flops', ''),
('sta', 'finClkSkew', '0.00510', 'ns'),
('sta', 'achievable-frequency', '1.05', 'GHz'),
('floorplan', 'num_rows', '26', ''),
('global_route', 'gr-usage-met3', '2.10', '%'),
('final_layout', 'area_delta_synth_final', '40.9', '%'),
('worst_setup_path', 'max_stage_delay', '0.31', 'ns'),
('run', 'stage_log_warnings', '25', ''),
('worst_setup_path', 'slowest_stage', 'sky130_fd_sc_hd__dfxtp_1', ''),
('clocking', 'cts_root_buffer', 'sky130_fd_sc_hd__clkbuf_8', ''),
('yosys', 'yosysSeqAreaShare', '71.3', '%');
## routing by layer
metal  routed length, µm  vias up
li1                    -      214
met1                 562      155
met4                  10        0
met3                 142        2
met2                 459       15
met5                   0        -
## cell usage in the layout (no fill, tap or decap), drive strengths merged
master / synthesis / routed
dfxtp: 27 / 27
and2: 27 / 27
buf: 2 / 3
clkdlybuf4s50: 0 / 10
clkinvlp: 0 / 1
clkbuf: 0 / 7
clkdlybuf4s15: 0 / 5
## state kept, by name, summed over array words and instances (netlist names)
name and count:
dut_B.tx_en 1, dut_C.tx_en 1, dut_C.txd 8, dut_B.txd 8, dut_A.txd 8, dut_A.tx_en 1
## kinds of logic (layout without fill, tap and decap cells)
family / count (synthesis) / count (layout)
buf+inv: 2 / 26
simple gates: 27 / 27
flops: 27 / 27
## power by group
part,internal (µW),total (µW),switching [µW]
Clock,282,593,312
Sequential,1120,1120,7.08
Combinational,76.4,101,25.0
Total,1480,1820,344
## repair_timing
item                                    in CTS  in global routing
resized                                     18                  7
endpoints found under the setup margin       9                  5
hold endpoints to repair                     0                  0
hold buffers                                 0                  0
## how the worst min path moves through the flow
| stage | to | slack, ns | depth (start not counted) |
|---|---|---|---|
| 4_1_cts | dut_C.txd[5] | 0.43 | 1 |
| 5_1_grt | dut_C.txd[5] | 0.45 | 1 |
| 6_report | dut_C.txd[5] | 0.43 | 1 |
## area by class of cell
type / instances / area (µm²)
flip-flops and latches: 27 / 544
repair buffers: 22 / 193
clock buffers: 3 / 41.3
multi-input cells: 27 / 195
well taps: 70 / 87.6
clock inverters: 1 / 7.51
fillers: 582 / 4070
## per-stage QoR
| stage | TNS (ns) | utilization (%) | power (µW) | hold slack [ns] | area (µm²) |
|---|---|---|---|---|---|
| 6_report | 0 | 20.8 | 1820 | 0.431 | 1070 |
| 5_1_grt | 0 | 20.8 | 1910 | 0.450 | 1070 |
| 4_1_cts | 0 | 21.1 | 1860 | 0.433 | 1080 |
| 3_5_place_dp | -3.60 | 20.2 | 1260 | 0.417 | 1040 |
| 3_3_place_gp | -3.12 | 20.2 | 1260 | 0.415 | 1040 |
| 2_1_floorplan | 0 | - | 1190 | 0.327 | 758 |
No activity file was given, so power comes from the tool's default toggle rates.
